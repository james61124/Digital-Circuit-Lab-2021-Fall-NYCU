--- ./design.v ---
`timescale 1ns / 1ps
module lab6(
  input  clk,
  input  reset_n,
  input  [3:0] usr_btn,
  output [3:0] usr_led,
  input  uart_rx,
  output uart_tx
);
localparam [2:0] S_MAIN_INIT = 0, S_MAIN_PROMPT = 1,
                 S_MAIN_READ_NUM = 2, S_MAIN_PROMPT2 = 3,
                 S_MAIN_READ_NUM2 = 4, S_MAIN_REPLY = 5;
localparam [1:0] S_UART_IDLE = 0, S_UART_WAIT = 1,
                 S_UART_SEND = 2, S_UART_INCR = 3;
localparam INIT_DELAY = 100_000;  
localparam PROMPT_STR = 0;   
localparam PROMPT_LEN = 35;  
localparam PROMPT_STR1 = 35;   
localparam PROMPT_LEN1 = 36;  
localparam REPLY_STR  = 71;  
localparam REPLY_LEN  = 36;  
localparam MEM_SIZE   = PROMPT_LEN+PROMPT_LEN1+REPLY_LEN;
wire enter_pressed;
wire print_enable, print_done;
reg [$clog2(MEM_SIZE):0] send_counter;
reg [2:0] P, P_next;
reg [1:0] Q, Q_next;
reg [$clog2(INIT_DELAY):0] init_counter;
reg [7:0] data[0:MEM_SIZE-1];
reg  [0:PROMPT_LEN*8-1] msg1 = { "\015\012Enter the first decimal number: ", 8'h00 };
reg  [0:PROMPT_LEN1*8-1] msga = { "\015\012Enter the second decimal number: ", 8'h00 };
reg  [0:REPLY_LEN*8-1]  msg2 = { "\015\012The integer quotient is: 0x0000\015\012", 8'h00 };
reg  [15:0] num_reg;   
reg  [15:0] num_reg2;
reg  [2:0]  key_cnt;   
reg  [15:0] quo = 0;
wire transmit;
wire received;
wire [7:0] rx_byte;
reg  [7:0] rx_temp;   
wire [7:0] tx_byte;
wire [7:0] echo_key;  
wire is_num_key;
wire is_receiving;
wire is_transmitting;
wire recv_error;
uart uart(
  .clk(clk),
  .rst(~reset_n),
  .rx(uart_rx),
  .tx(uart_tx),
  .transmit(transmit),
  .tx_byte(tx_byte),
  .received(received),
  .rx_byte(rx_byte),
  .is_receiving(is_receiving),
  .is_transmitting(is_transmitting),
  .recv_error(recv_error)
);
integer idx;
always @(posedge clk) begin
  if (~reset_n) begin
    quo <= 0;
    for (idx = 0; idx < PROMPT_LEN; idx = idx + 1) data[idx] = msg1[idx*8 +: 8];
    for (idx = 0; idx <  PROMPT_LEN1; idx = idx + 1) data[idx+PROMPT_LEN] = msga[idx*8 +: 8];
    for (idx = 0; idx < REPLY_LEN; idx = idx + 1) data[idx+PROMPT_LEN+PROMPT_LEN1] = msg2[idx*8 +: 8];
  end
  else if (P == S_MAIN_REPLY) begin
    quo = num_reg/num_reg2;
    data[REPLY_STR+29] <= ((quo[15:12] > 9)? "7" : "0") + num_reg[15:12];
    data[REPLY_STR+30] <= ((quo[11: 8] > 9)? "7" : "0") + num_reg[11: 8];
    data[REPLY_STR+31] <= ((quo[ 7: 4] > 9)? "7" : "0") + num_reg[ 7: 4];
    data[REPLY_STR+32] <= ((quo[ 3: 0] > 9)? "7" : "0") + num_reg[ 3: 0];
  end
end
assign usr_led = usr_btn;
assign enter_pressed = (rx_temp == 8'h0D);  
always @(posedge clk) begin
  if (~reset_n) P <= S_MAIN_INIT;
  else P <= P_next;
end
always @(*) begin  
  case (P)
    S_MAIN_INIT:  
  if (init_counter < INIT_DELAY) P_next = S_MAIN_INIT;
else P_next = S_MAIN_PROMPT;
    S_MAIN_PROMPT:  
      if (print_done) P_next = S_MAIN_READ_NUM;
      else P_next = S_MAIN_PROMPT;
    S_MAIN_READ_NUM:  
      if (enter_pressed) P_next = S_MAIN_PROMPT2;
      else P_next = S_MAIN_READ_NUM;
    S_MAIN_PROMPT2:  
      if (print_done) P_next = S_MAIN_READ_NUM2;
      else P_next = S_MAIN_PROMPT2;
    S_MAIN_READ_NUM2:  
      if (enter_pressed) P_next = S_MAIN_REPLY;
      else P_next = S_MAIN_READ_NUM2;
    S_MAIN_REPLY:  
      if (print_done) P_next = S_MAIN_INIT;
      else P_next = S_MAIN_REPLY;
  endcase
end
assign print_enable = (P != S_MAIN_PROMPT && P_next == S_MAIN_PROMPT) ||
                  (P != S_MAIN_PROMPT2 && P_next == S_MAIN_PROMPT2) ||
                  (P == S_MAIN_READ_NUM2 && P_next == S_MAIN_REPLY);
assign print_done = (tx_byte == 8'h0);
always @(posedge clk) begin
  if (P == S_MAIN_INIT) init_counter <= init_counter + 1;
  else init_counter <= 0;
end
always @(posedge clk) begin
  if (~reset_n) Q <= S_UART_IDLE;
  else Q <= Q_next;
end
always @(*) begin  
  case (Q)
    S_UART_IDLE:  
      if (print_enable) Q_next = S_UART_WAIT;
      else Q_next = S_UART_IDLE;
    S_UART_WAIT:  
      if (is_transmitting == 1) Q_next = S_UART_SEND;
      else Q_next = S_UART_WAIT;
    S_UART_SEND:  
      if (is_transmitting == 0) Q_next = S_UART_INCR;  
      else Q_next = S_UART_SEND;
    S_UART_INCR:
      if (tx_byte == 8'h0) Q_next = S_UART_IDLE;  
      else Q_next = S_UART_WAIT;
  endcase
end
assign transmit = (Q_next == S_UART_WAIT ||
                  (P == S_MAIN_READ_NUM && received) ||
                  (P == S_MAIN_READ_NUM2 && received) ||
                   print_enable);
assign is_num_key = (rx_byte > 8'h2F) && (rx_byte < 8'h3A) && (key_cnt < 5);
assign echo_key = (is_num_key || rx_byte == 8'h0D)? rx_byte : 0;
assign tx_byte  = ((P == S_MAIN_READ_NUM) || (P == S_MAIN_READ_NUM2) && received)? echo_key : data[send_counter];
always @(posedge clk) begin
  case (P_next)
    S_MAIN_INIT: send_counter <= PROMPT_STR;
    S_MAIN_READ_NUM: send_counter <= PROMPT_STR1;
    S_MAIN_READ_NUM2: send_counter <= REPLY_STR;
    default: send_counter <= send_counter + (Q_next == S_UART_INCR);
  endcase
end
always @(posedge clk) begin
  if (~reset_n || (P == S_MAIN_INIT || P == S_MAIN_PROMPT || P == S_MAIN_PROMPT2)) key_cnt <= 0;
  else if (received && is_num_key) key_cnt <= key_cnt + 1;
end
always @(posedge clk)begin
  if (~reset_n) begin num_reg <= 0; num_reg2 <= 0;end
  else if (P == S_MAIN_INIT || P == S_MAIN_PROMPT) begin num_reg <= 0; end
  else if (P == S_MAIN_INIT || P == S_MAIN_PROMPT2) begin num_reg2 <= 0;end
  else if (received && is_num_key && P == S_MAIN_READ_NUM) num_reg <= (num_reg * 10) + (rx_byte - 48);
  else if (received && is_num_key && P == S_MAIN_READ_NUM2) num_reg2 <= (num_reg2 * 10) + (rx_byte - 48);
end
always @(posedge clk) begin
  rx_temp <= (received)? rx_byte : 8'h0;
end
endmodule
`timescale 1ns / 1ps
module uart(
    input clk,  
    input rst,  
    input rx,   
    output tx,  
    input transmit,          
    input [7:0] tx_byte,     
    output received,         
    output [7:0] rx_byte,    
    output is_receiving,     
    output is_transmitting,  
    output recv_error        
    );
parameter CLOCK_DIVIDE = 651;  
parameter RX_IDLE = 0;
parameter RX_CHECK_START = 1;
parameter RX_READ_BITS = 2;
parameter RX_CHECK_STOP = 3;
parameter RX_DELAY_RESTART = 4;
parameter RX_ERROR = 5;
parameter RX_RECEIVED = 6;
parameter TX_IDLE = 0;
parameter TX_SENDING = 1;
parameter TX_DELAY_RESTART = 2;
reg [10:0] rx_clk_divider = CLOCK_DIVIDE;
reg [10:0] tx_clk_divider = CLOCK_DIVIDE;
reg       rx_ff;
reg [2:0] recv_state = RX_IDLE;
reg [5:0] rx_countdown;
reg [3:0] rx_bits_remaining;
reg [7:0] rx_data;
reg tx_out = 1;
reg [1:0] tx_state = TX_IDLE;
reg [5:0] tx_countdown;
reg [3:0] tx_bits_remaining;
reg [7:0] tx_data;
assign received = (recv_state == RX_RECEIVED);
assign recv_error = (recv_state == RX_ERROR);
assign is_receiving = (recv_state != RX_IDLE);
assign rx_byte = rx_data;
assign tx = tx_out;
assign is_transmitting = tx_state != TX_IDLE;
always @(posedge clk) begin
  if (rst) begin
    recv_state = RX_IDLE;
    tx_state = TX_IDLE;
  end
  else begin
    rx_ff <= rx;
  end
  rx_clk_divider = rx_clk_divider - 1;
  if (!rx_clk_divider) begin
    rx_clk_divider = CLOCK_DIVIDE;
    rx_countdown = rx_countdown - 1;
  end
  tx_clk_divider = tx_clk_divider - 1;
  if (!tx_clk_divider) begin
    tx_clk_divider = CLOCK_DIVIDE;
    tx_countdown = tx_countdown - 1;
  end
  case (recv_state)
    RX_IDLE: begin
      if (!rx_ff) begin
        rx_clk_divider = CLOCK_DIVIDE;
        rx_countdown = 8;
        recv_state = RX_CHECK_START;
      end
    end
    RX_CHECK_START: begin
      if (!rx_countdown) begin
        if (!rx_ff) begin
          rx_countdown = 16;
          rx_bits_remaining = 8;
          recv_state = RX_READ_BITS;
        end else begin
          recv_state = RX_ERROR;
        end
      end
    end
    RX_READ_BITS: begin
      if (!rx_countdown) begin
        rx_data = {rx_ff, rx_data[7:1]};
        rx_countdown = 16;
        rx_bits_remaining = rx_bits_remaining - 1;
        recv_state = rx_bits_remaining ? RX_READ_BITS : RX_CHECK_STOP;
      end
    end
    RX_CHECK_STOP: begin
      if (!rx_countdown) begin
        recv_state = rx_ff ? RX_RECEIVED : RX_ERROR;
      end
    end
    RX_DELAY_RESTART: begin
      recv_state = rx_countdown ? RX_DELAY_RESTART : RX_IDLE;
    end
    RX_ERROR: begin
      rx_countdown = 32;
      recv_state = RX_DELAY_RESTART;
    end
    RX_RECEIVED: begin
      recv_state = RX_IDLE;
    end
    default: recv_state = RX_IDLE;
  endcase
  case (tx_state)
    TX_IDLE: begin
      if (transmit) begin
        tx_data = tx_byte;
        tx_clk_divider = CLOCK_DIVIDE;
        tx_countdown = 16;
        tx_out = 0;
        tx_bits_remaining = 8;
        tx_state = TX_SENDING;
      end
    end
    TX_SENDING: begin
      if (!tx_countdown) begin
        if (tx_bits_remaining) begin
          tx_bits_remaining = tx_bits_remaining - 1;
          tx_out = tx_data[0];
          tx_data = {1'b0, tx_data[7:1]};
          tx_countdown = 16;
          tx_state = TX_SENDING;
        end else begin
          tx_out = 1;
          tx_countdown = 32;
          tx_state = TX_DELAY_RESTART;
        end
      end
    end
    TX_DELAY_RESTART: begin
      tx_state = tx_countdown ? TX_DELAY_RESTART : TX_IDLE;
    end
    default: tx_state = TX_IDLE;
  endcase
end
endmodule
--- ./run.sh ---
#!/bin/bash
# OpenROAD 26Q1-2900-gdf79404cd8, Yosys 0.63+post, stock flow scripts
make -C /OpenROAD-flow-scripts/flow DESIGN_CONFIG=/design/flow/config.mk WORK_HOME=/design/flow/orfs finish
--- ./config.mk ---
export PLATFORM = sky130hd
export DESIGN_NAME = lab6
export DESIGN_NICKNAME = lab6
export VERILOG_FILES = /design/flow/design.v
export SDC_FILE = /design/flow/constraint.sdc
export NUM_CORES = 4
export LEC_CHECK = 1
export CORE_UTILIZATION = 40
--- ./constraint.sdc ---
current_design lab6

set clk_period 45.4
set clk_io_pct 0.2

create_clock -name clk0 -period $clk_period [get_ports {clk}]

set non_clock_inputs [all_inputs -no_clocks]
set_input_delay [expr $clk_period * $clk_io_pct] -clock clk0 $non_clock_inputs
set_output_delay [expr $clk_period * $clk_io_pct] -clock clk0 [all_outputs]
==> flow_summary_export.csv <==
group,metric,value,unit
cells_and_area,fill_cells,4181,
place,dpl_cell_area,18030,um^2
drt,vias_per_cell,5.567,
clocking,cts_hold_buf,0,
die,io_pins,12,
cells_and_area,largest_registers,"data: 28 flops, init_counter: 18 flops",
synthesis,synth-edff-count,26,
power_and_ir_drop,ir_drop,0.02555,mV
synthesis,synth_cells,2219,
drt,drtIter0Drc,1057,
synthesis,mux_share,0.03218,
run_status,outcome,"finished clean",
worst_setup_path,critPathSlowestCell,"or4_1",
sta,clock_skew,0.01356,ns
worst_setup_path,startpoint_type,"flop",
grt,grt_pass1_wl,75070,um
cells_and_area,largest_reg_flops,28,
grt,track_usage,0.2132,
worst_setup_path,arrival,30.00,ns
sta,hold_violations,0,
clocking,clk_pin_slew_worst_paths,0.07,ns
cells_and_area,design_area,18600,um^2
hold_path,hold_path_class,"flop to flop",
synthesis,ys_sh_simple,0.2424,
synthesis,synthTopCellsByCount,"228 x nor2_1, 224 x ha_1, 206 x nand2_1",
die,rows,76,
cells_and_area,drive_gt1_frac,0.07250,
power_and_ir_drop,p_leak,0.007857,uW
sta,rsz0062_at_grt,"no",
grt,grt_max_degree,44,
cells_and_area,fin_util,0.4319,
synthesis,synth.avg_cell_area,7.867,um^2
drt,num_vias,15460,
sta,unclocked_pins,3,
synthesis,area_leaders,"dfxtp_1 16%, ha_1 16%, xnor2_1 5.6%, a21oi_1 5.0%, nor2_1 4.9%",
sta,fmax,0.03368,GHz
synthesis,synth_warnings,3,
synthesis,ys.flop_type,"dfxtp_1",
synthesis,top_cell_area_share,0.1628,
place,port_buffers,3,
grt,antenna_found_initial,0,
cells_and_area,regMostFlops,"data",
sta,worstMarginPinSlew,0.8068,ns
sta,untimed_endpoints,3,
drt,totalWireLength,45520,um
clocking,cts_resized,0,
clocking,cts_tree,"built",
place,dp_cells,2746,
clocking,clk_root_buffer_cell,"clkbuf_16",
grt,gr-total-overflow,0,
place,globalplace.congestion,0.9568,
run,maxCapViolations,0,
worst_setup_path,critPathKind,"flop to flop",
synthesis,yosysUniqueCellTypes,103,
synthesis,yosysTopAreaCell,"dfxtp_1",
clocking,cts_made_buffers,17,
sta,fin_crit,29.69,ns
synthesis,ys_sh_adder,0.1697,
worst_setup_path,crit_top_cell,"ha_1",
run,warnings,33,
synthesis,yosysMostFrequentCell,"nor2_1",
drt,diodes,0,
clocking,clock_path_buffers,2,
synthesis,yosys.area_share.aoi,0.2152,
sta,fin_tns_setup,0,ns
cells_and_area,seq_area,3669,um^2
place,hpwl,34830,um
sta,setup_viol,0,
power_and_ir_drop,total_power,347.0,uW
synthesis,ys_cells,2219,
synthesis,ys_seq_elements,171,
synthesis,yosys-stat-area,17460,um^2
worst_setup_path,endpoint_kind,"flop",
synthesis,synth-xor-area-share,0.08429,
cells_and_area,comb_area,13000,um^2
synthesis,synth_area,17460,um^2
sta,finalClockPeriodUsage,0.6539,
sta,slew_headroom,0.4577,
worst_setup_path,max_stage_delay,0.68,ns
sta,final-max-slew-violation-count,0,
clocking,clkLatencyLatePin,0.43,ns
grt,first_global_vias,14350,
worst_setup_path,ff2ff_setup_slack,15.71,ns
power_and_ir_drop,power.density,18.66,nW/um^2
drt,wl_per_cell,16.39,um
clocking,h-tree-depth,4,
clocking,post_cts_buffers,0,
worst_setup_path,path_max_fanout,17,
die,fp_util,0.4053,
drt,dr.pass1.iters,6,
cells_and_area,fin_cells,2778,
die,die_area,44480,um^2
drt,drc_errors,0,
worst_setup_path,critPathRequiredTime,45.71,ns
cells_and_area,syn_to_final_growth,6.565,%
die,die_w,210.9,um
die,dieHeight,210.9,um
synthesis,async_reset_ff_frac,0,
die,core,43080,um^2
synthesis,top_logic_kind,"simple AND/OR/NAND/NOR gates",
drt,drtAntennaViolNets,0,
==> kinds of logic (layout without fill, tap and decap cells) <==
| family | count (synthesis) | in the layout |
|---|---|---|
| other cells | 1 | 1 |
| compound gates | 568 | 568 |
| latches | 3 | 3 |
| simple gates | 846 | 846 |
| flops | 168 | 168 |
| buf+inv | 188 | 162 |
| fa+ha+maj | 232 | 232 |
| xor+xnor | 168 | 168 |
| mux | 45 | 45 |
==> cell usage in the layout (no fill, tap or decap), types with 56 or more instances in the layout <==
cell     count
ha_1       224
nand2_1    206
nor2_1     227
a21oi_1    175
dfxtp_1    142
nor3_1      82
inv_1       94
o21ai_0     94
xor2_1      56
nand3_1     56
xnor2_1    112
==> stage by stage <==
step	hold WS, ns	setup WS (ns)
2_1_floorplan	0.4115	19.42
3_3_place_gp	0.4329	16.64
3_5_place_dp	0.4339	16.30
4_1_cts	0.4443	16.16
5_1_grt	0.4637	13.15
6_report	0.4443	15.71
==> power breakdown <==
group,internal (uW),switching [uW]
Combinational,16.4,16.9
Clock,78.8,61.8
Sequential,161,12.3
==> area by class of cell <==
| type | instances | share of cell area |
|---|---|---|
| multi-input combinational | 1860 | 0.6988 |
| inverter | 95 | 0.01917 |
| tap | 585 | 0.03935 |
| sequential | 171 | 0.1972 |
| clock buffer | 22 | 0.02663 |
| clock inverter | 10 | 0.004305 |
| timing repair buffer | 35 | 0.01453 |
==> worst paths after layout <==
check,from,endpoint,depth (start not counted)
setup / recovery,num_reg2[14],data[103][6],115
setup reg to reg,num_reg2[14],data[103][6],115
hold / removal,data[100][4],data[100][4],2
hold reg to reg,data[100][4],data[100][4],2
==> worst max-delay path, delay by kind of cell, from the launching register on <==
family | cells | cell delay [ns]
AOI/OAI and AO/OA | 59 | 14.51
and+or+nand+nor | 34 | 8.03
adders and majority gates | 16 | 4.96
muxes | 3 | 1.00
buffers and inverters | 3 | 0.57
DFF | 1 | 0.41
==> per-layer routing <==
layer,routed length [um],vias to the layer above,GRT usage,part of all wire
li1,-,7992,-,-
met1,23910,7135,0.3476,0.53
met2,18840,313,0.3101,0.41
met3,2401,24,0.03356,0.053
met4,358,0,0.01774,0.0079
met5,0,-,0,0
Power figures rest on the tool's default switching activity, not on a simulated workload.
